File: design/flow/run.sh
#!/bin/bash
# OpenROAD 26Q1-2900-gdf79404cd8, Yosys 0.63+post, stock flow scripts
make -C /OpenROAD-flow-scripts/flow DESIGN_CONFIG=/design/flow/config.mk WORK_HOME=/design/flow/orfs finish
File: design/flow/config.mk
export PLATFORM = sky130hd
export DESIGN_NAME = geofence
export DESIGN_NICKNAME = geofence
export VERILOG_FILES = /design/flow/design.v
export SDC_FILE = /design/flow/constraint.sdc
export NUM_CORES = 4
export LEC_CHECK = 1
export CORE_UTILIZATION = 50
File: design/flow/constraint.sdc
current_design geofence

set clk_period 15.3
set clk_io_pct 0.2

create_clock -name clk0 -period $clk_period [get_ports {clk}]

set non_clock_inputs [all_inputs -no_clocks]
set_input_delay [expr $clk_period * $clk_io_pct] -clock clk0 $non_clock_inputs
set_output_delay [expr $clk_period * $clk_io_pct] -clock clk0 [all_outputs]
File: design/flow/design.v
module geofence ( clk,reset,X,Y,valid,is_inside);
input clk;
input reset;
input [9:0] X;
input [9:0] Y;
output reg valid;
output reg is_inside;
parameter S_IDLE   = 3'b010;
parameter S_SORT   = 3'b110;
parameter S_CAL    = 3'b111;
parameter S_OUTPUT = 3'b011;
genvar i;
wire signed [21:0] product;
wire signed [10:0] A_s[1:0], B_s[1:0], C_s[1:0];
reg  [9:0] A[1:0], B[1:0], C[1:0];
reg  [9:0] A_nxt[1:0], B_nxt[1:0], C_nxt[1:0];
reg  [9:0] pos_x[6:0], pos_y[6:0];
reg [4:0] flag;
wire [2:0] flag_sum;
reg [2:0] pointer, cnt_sort, cnt;
reg [2:0] cs, ns;
assign product = (A_s[0] - C_s[0])*(B_s[1] - C_s[1]) - (A_s[1] - C_s[1])*(B_s[0] - C_s[0]);
generate 
for (i = 0; i < 2; i = i + 1) begin
    assign A_s[i] = {1'b0, A[i]};
    assign B_s[i] = {1'b0, B[i]};
    assign C_s[i] = {1'b0, C[i]};
end
endgenerate 
always @(*) begin
    case (cs)
        S_SORT : begin
            C[0] = pos_x[1];
            C[1] = pos_y[1];
            A[0] = (cnt == 3'd7) ? pos_x[0] : pos_x[cnt];
            A[1] = (cnt == 3'd7) ? pos_y[0] : pos_y[cnt];
            B[0] = (cnt_sort == 3'd7) ? pos_x[0] : pos_x[cnt_sort];
            B[1] = (cnt_sort == 3'd7) ? pos_y[0] : pos_y[cnt_sort];
        end
        S_CAL : begin
            A[0] = pos_x[0]; 
            A[1] = pos_y[0];
            case (cnt) 
                3'd1 : begin
                    C[0] = pos_x[2];
                    C[1] = pos_y[2];
                    B[0] = pos_x[3];
                    B[1] = pos_y[3];
                end
                3'd2 : begin 
                    C[0] = pos_x[3];
                    C[1] = pos_y[3];
                    B[0] = pos_x[4];
                    B[1] = pos_y[4];
                end
                3'd3 : begin
                    C[0] = pos_x[4];
                    C[1] = pos_y[4];
                    B[0] = pos_x[5];
                    B[1] = pos_y[5];
                end
                3'd4 : begin
                    C[0] = pos_x[5];
                    C[1] = pos_y[5];
                    B[0] = pos_x[6];
                    B[1] = pos_y[6];
                end
                3'd5 : begin
                    C[0] = pos_x[6];
                    C[1] = pos_y[6];
                    B[0] = pos_x[1];
                    B[1] = pos_y[1];
                end
                default : begin
                    C[0] = pos_x[1];
                    C[1] = pos_y[1];
                    B[0] = pos_x[2];
                    B[1] = pos_y[2];
                end
            endcase 
        end
        default : begin
            A[0] = pos_x[2];
            A[1] = pos_y[2];
            B[0] = pos_x[3];
            B[1] = pos_y[3];
            C[0] = pos_x[1];
            C[1] = pos_y[1];
        end
    endcase 
end
generate
for (i = 0; i < 7; i = i + 1) begin
    always @(posedge clk or posedge reset) begin
        if (reset) begin
            pos_x[i] <= 10'd0;
            pos_y[i] <= 10'd0;
        end
        else if (cs == S_IDLE) begin
            if (cnt == i) begin
                pos_x[i] <= X;
                pos_y[i] <= Y;
            end 
            else begin
                pos_x[i] <= pos_x[i];
                pos_y[i] <= pos_y[i];
            end 
        end
        else if (cs == S_SORT) begin
            if (i == 0 || i == 1) begin
                pos_x[i] <= pos_x[i];
                pos_y[i] <= pos_y[i];
            end
            else begin
                if (cnt_sort == 3'd7 && i == pointer) begin
                    pos_x[i] <= pos_x[cnt];    
                    pos_y[i] <= pos_y[cnt];
                end
                else if (cnt_sort == 3'd7 && i == cnt) begin
                    pos_x[i] <= pos_x[pointer];
                    pos_y[i] <= pos_y[pointer];
                end
                else begin
                    pos_x[i] <= pos_x[i];
                    pos_y[i] <= pos_y[i];
                end
            end
        end
        else begin
            pos_x[i] <= pos_x[i];
            pos_y[i] <= pos_y[i];
        end
    end
end
endgenerate
generate 
for (i = 0; i < 5; i = i + 1) begin
    always @(posedge clk or posedge reset) begin
        if (reset) flag[i] <= 1'b0;
        else if (cs == S_SORT) begin
            if (cnt_sort == 3'd7 && i + 2 == pointer) flag[i] <= 1'b1;       
            else                                      flag[i] <= flag[i];
        end
        else flag[i] <= 1'b0;
    end
end
endgenerate
always @(posedge clk or posedge reset) begin
    if (reset) pointer <= 3'd2;
    else if (cs == S_SORT) begin
        if (cnt_sort == 3'd7) pointer <= 3'd2;
        else if (cnt_sort == 3'd0) pointer <= pointer;
        else if (product[21] == 1'b0) pointer <= pointer + 3'd1;  
        else pointer <= pointer;
    end
    else pointer <= 3'd2;
end
always @(posedge clk or posedge reset) begin
    if (reset) cnt_sort <= 3'd3;
    else begin
        case (cs)
            S_IDLE : cnt_sort <= 3'd3;
            S_SORT : begin
                if (cnt_sort == 3'd7) cnt_sort <= 3'd0;  
                else if (cnt_sort == 3'd0 || flag_sum == 3'd4) cnt_sort <= (cnt == 3'd2) ? 3'd3 : 3'd2;  
                else if (cnt_sort == (cnt - 3'd1)) cnt_sort <= cnt_sort + 3'd2;
                else cnt_sort <= cnt_sort + 3'd1;
            end
            S_CAL : begin
                cnt_sort[2] <= cnt_sort[2];
                cnt_sort[1] <= (product[21] == 1'b1) ? 1'b0 : cnt_sort[1];  
                cnt_sort[0] <= cnt_sort[0];
            end
            default : cnt_sort <= cnt_sort;
        endcase
    end
end
assign flag_sum = flag[0] + flag[1] + flag[2] + flag[3] + flag[4];
always @(posedge clk or posedge reset) begin
    if (reset) cnt <= 3'd0;
    else begin
        case (cs) 
            S_IDLE : cnt <= (cnt == 3'b110) ? 3'd2 : cnt + 3'd1;  
            S_SORT : begin
                if (flag_sum == 3'd4) cnt <= 3'd1;
                else begin
                    cnt <= (pointer == cnt && cnt_sort == 3'd7) ? cnt + 3'd1 : cnt;
                end
            end
            S_CAL : cnt <= (cnt == 3'b111) ? cnt : cnt + 3'd1;
            default : cnt <= 3'd7;
        endcase
    end 
end
always @(*) begin
    case (cs) 
        S_IDLE : ns = (cnt == 3'b110) ? S_SORT : cs;
        S_SORT : ns = (flag_sum == 3'd4) ? S_CAL : cs;  
        S_CAL : ns = (cnt == 3'd6) ? S_OUTPUT : cs;
        S_OUTPUT : ns = S_IDLE;
        default : ns = S_IDLE;
    endcase
end
always @(posedge clk or posedge reset) begin
    if (reset) cs <= S_IDLE;
    else       cs <= ns;        
end
always @(posedge clk or posedge reset) begin
    if (reset)               valid <= 1'b0;
    else if (cs == S_OUTPUT) valid <= 1'b1;
    else                     valid <= 1'b0; 
end
always @(posedge clk or posedge reset) begin
    if (reset)               is_inside <= 1'b0;
    else if (cs == S_OUTPUT) is_inside <= cnt_sort[1];
    else                     is_inside <= 1'b0; 
end
endmodule
==> impl_metrics.json <==
{
  "status": "complete, no violations",
  "pwr-share-clk": 0.076,
  "ys_seq_frac": 0.1694,
  "io_pins": 24,
  "critical_path_class": "reg -> reg",
  "leakagePower_nw": 11.32,
  "grt_use_total": 0.3826,
  "timing.hold.ws_ps": 402.1,
  "grt_pass1_wl_um": 130800,
  "rsz0062_at_grt": "false",
  "worstPathArrival_ps": 12330,
  "endpoint_kind": "flip-flop",
  "simple_gate_share": 0.1479,
  "path_max_fanout": 31,
  "warnings": 42,
  "yosys.area_share.aoi": 0.2074,
  "die-width_um": 219.5,
  "final_cells": 3329,
  "holdCritStartpoint": "cs[2]",
  "cts_hold_buf": 0,
  "async_flop_share": 1.000,
  "yosysUniqueCellTypes": 62,
  "hold_class": "reg -> reg",
  "dr_total_vias": 21530,
  "final.setup.tns_ps": 0,
  "switchingPower_mw": 3.300,
  "maxSlewViolCount": 0,
  "mux_area_frac": 0.06336,
  "fin_area_um2": 25220,
  "routed_wirelength_um": 86020,
  "synthDominantCellAreaShare": 0.2293,
  "min_path_cells": 0,
  "critPathMaxStageDelay_ps": 710,
  "wl_per_cell_um": 25.84,
  "clk_latency_ps": 480,
  "drtAntennaViolNets": 0,
  "port-buffer-count": 23,
  "tightest_slew_ps": 949.8,
  "gp_congestion": 1.005,
  "fin_crit_sh": 0.7812,
  "relSlewSlack": 0.3646,
  "min_period_ps": 11950,
  "ys.flops": 160,
  "hold_end": "valid",
  "reg2reg_depth": 40,
  "cap_violations": 0,
  "nFillCells": 4245,
  "fp_util": 0.5071,
  "path_clk_slew_ps": 90,
  "edf_count": 0,
  "hold_viol_final": 0,
  "core_um2": 46650,
  "setup_viol": 0,
  "r2r_setup_slack_ps": 3350,
  "hpwl_um": 60530,
  "vdd_ir_drop_max_uv": 424.6,
  "vias_per_cell": 6.467,
  "clock_sinks": 160,
  "topCombFamilyByArea": "adder cells",
  "chipArea_um2": 48190,
  "yosysChipArea_um2": 23660,
  "num_antenna_cells": 0,
  "dp_cells": 3297,
  "htreeDepth": 4,
  "clockBufferDepth": 2,
  "cts_buffers": 17,
  "grt_overflow": 0,
  "synth.largest_area_cell": "fa_1",
  "internal-power_mw": 2.935,
  "powerDensity_nw_per_um2": 247.2,
  "start_kind": "flip-flop",
  "critPathSlowestCell": "and2_1",
  "flop_cell": "dfrtp_1",
  "ys_cells": 2780,
  "fin_skew_ps": 22.04,
  "syn_avg_cell_area_um2": 8.510,
  "r2r-start": "cnt[0]",
  "cts_tree": "yes",
  "firstDrtPassIters": 10,
  "ys_warn_count": 6,
  "pwr-share-comb": 0.854,
  "cp_common_cell": "fa_1",
  "grt_pass1_vias": 21160,
  "area_leaders": "fa_1 23%, dfrtp_1 17%, ha_1 7.2%",
  "drive_above_1_share": 0.06539,
  "fa_ha_area_frac": 0.3012,
  "xor_share": 0.02480,
  "max_freq_mhz": 83.67,
  "dr.first_iter.drc_count": 2702,
  "final_util": 0.5405,
  "place_area_um2": 24600,
  "sequentialPowerShare": 0.071,
  "chipHeight_um": 219.5,
  "drc": 0,
  "grt_max_degree": 69,
  "syn_to_final_growth_pct": 6.584,
  "critPathRequiredTime_ps": 15680,
  "synth_area_um2": 23660,
  "switching_share": 0.5293,
  "root_buffer": "clkbuf_16",
  "antenna_found_initial": 0,
  "synthesis.instances": 2780,
  "r2r_end": "cnt_sort[1]",
  "postCtsResizedCells": 0,
  "cts_setup_buffers": 0,
  "rows": 79
}
[layer usage]
layer,wire length (um),global-route usage,share of wire,vias to the layer above
met4,4419,0.1458,0.051,2
met1,33210,0.5250,0.39,10530
met2,38760,0.5758,0.45,1273
li1,-,-,-,9450
met3,9596,0.1300,0.11,269
met5,31,0.005208,0.00036,-
[power by group through the flow]
stage	Sequential [mW]	Combinational [mW]	Clock [mW]
after CTS	0.439	5.50	0.481
after global routing	0.440	6.19	0.496
final	0.440	5.32	0.473
[sequential cells by signal (all words and copies together), names as in the netlist]
register and flops:
is_inside 1, cs 4, cnt 3, valid 1
cnt_sort 3, flag 5, pointer 3, pos_y 70
pos_x 70
[worst max path at each step]
stage	endpoint	slack, ps	startpoint	cells past startpoint
4_1_cts	cnt_sort[1]	3470	cnt[0]	42
5_1_grt	cnt_sort[1]	2690	cnt[0]	42
6_report	cnt_sort[1]	3350	cnt[0]	40
[cells by family after synthesis]
kind of cell / after synthesis
AND-OR/OR-AND: 657
XOR/XNOR: 67
adder cells (fa/ha/maj): 407
buffers and inverters: 533
flip-flops: 160
multiplexers: 135
AND/OR/NAND/NOR: 821
[cell usage in the layout (no fill, tap or decap), drive strengths merged, types with 23 or more instances in the layout]
master | netlist | final
o21a | 64 | 64
nand2 | 282 | 282
inv | 337 | 346
o21ai | 128 | 128
buf | 35 | 81
mux2 | 118 | 118
fa | 271 | 271
a21oi | 71 | 71
a22o | 24 | 24
xnor2 | 47 | 47
ha | 136 | 136
nor2 | 348 | 348
dfrtp | 156 | 156
o31a | 40 | 40
o311ai | 62 | 62
a22oi | 50 | 50
a222oi | 105 | 105
o211ai | 26 | 26
nand2b | 34 | 34
clkdlybuf4s50 | 0 | 23
nor2b | 27 | 27
nand3 | 58 | 58
[cell usage after synthesis (5+ instances only)]
master and number:
nor2_1 348, inv_1 333, nand2_1 282, fa_1 271
clkbuf_1 159, dfrtp_1 156, ha_1 136, a222oi_1 105
o21ai_1 103, mux2_1 86, a21oi_1 70, o21a_1 64
o311ai_1 61, nand3_1 58, a22oi_1 50, xnor2_1 47
o31a_1 40, nand2b_1 34, mux2_2 32, nor2b_1 27
o211ai_1 25, o21ai_0 25, a22o_1 24, buf_2 24
a31oi_1 21, and2_1 21, xor2_1 20, mux2i_1 17
a221oi_1 16, a21o_1 15, and3_1 14, buf_1 11
a211oi_1 6, a221o_1 6, o221ai_1 6, or2_1 6
nand4_1 5, nor3_1 5, nor4_1 5
[per-stage QoR]
stage,setup WS [ps],power (mW)
final,3348,6.235
after detailed placement,3512,5.891
after global routing,2685,7.129
after CTS,3475,6.417
after global placement,3704,5.799
after floorplan,5134,4.331
[critical path, delay by kind of cell (launching register included)]
kind / cells / cell delay [ps]
xor gates and xnor gates: 1 / 220
buffers and inverters: 8 / 1530
muxes: 1 / 310
and+or+nand+nor: 8 / 2270
AOI/OAI and AO/OA: 11 / 2260
adders and majority gates: 11 / 4690
DFF: 1 / 500
[cell type report]
type	count	area, um2	area share
Clock buffer	17	425.4	0.01687
Clock inverter	15	193.9	0.007691
Inverter	339	1277	0.05066
Multi-Input combinational cell	2087	17710	0.7022
Sequential cell	160	4015	0.1592
Tap cell	607	759.5	0.03012
Timing Repair Buffer	104	838.3	0.03324
Power figures rest on the tool's default switching activity, not on a simulated workload.
